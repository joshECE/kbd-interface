==> design.v <==
module mono_out(
	input clk,
	input [7:0] keycode,
	output [2:0] note
);
reg [2:0] note_r = 3'd0;
reg br = 1'b0;
assign note = note_r;
always @ (posedge clk) begin
	if (br == 1'b0) begin
		case(keycode)
			8'h16:note_r <= 3'd1;  
			8'h1E:note_r <= 3'd2;  
			8'h26:note_r <= 3'd3;  
			8'hF0:br  <= 1'd1;
			default:;
		endcase
	end else begin
		br <= 1'b0;
		case(keycode)
			8'h16:begin
				if (note_r == 3'd1) begin
					note_r <= 3'd0;
				end
			end
			8'h1E:begin
				if (note_r == 3'd2) begin
					note_r <= 3'd0;
				end
			end
			8'h26:begin
				if (note_r == 3'd3) begin
					note_r <= 3'd0;
				end
			end
			8'hF0:br <= 1'b1;
			default:;
		endcase
	end
end
endmodule
==> run.sh <==
#!/bin/bash
# OpenROAD 26Q1-2900-gdf79404cd8, Yosys 0.63+post, stock flow scripts
make -C /OpenROAD-flow-scripts/flow DESIGN_CONFIG=/design/flow/config.mk WORK_HOME=/design/flow/orfs finish
==> config.mk <==
export PLATFORM = sky130hd
export DESIGN_NAME = mono_out
export DESIGN_NICKNAME = mono_out
export VERILOG_FILES = /design/flow/design.v
export SDC_FILE = /design/flow/constraint.sdc
export NUM_CORES = 4
export LEC_CHECK = 1
export CORE_AREA = 10 10 70 70
export DIE_AREA = 0 0 80 80
==> constraint.sdc <==
current_design mono_out

set clk_period 2.3
set clk_io_pct 0.2

create_clock -name clk0 -period $clk_period [get_ports {clk}]

set non_clock_inputs [all_inputs -no_clocks]
set_input_delay [expr $clk_period * $clk_io_pct] -clock clk0 $non_clock_inputs
set_output_delay [expr $clk_period * $clk_io_pct] -clock clk0 [all_outputs]
==> Changelog: implementation <==
## Implementation

- Power Total: 177.0 uW
- Resize count post-CTS: 0
- Endpoints failing setup: 0
- Synthesized flop and latch total: 3
- Clock transition at path regs: 0.04 ns
- Total negative slack: 0 ns
- Worst IR Drop VDD: 0.1519 mV
- Die Wd: 80 um
- R2R cell count: 3
- TritonCTS Sinks: 3
- Initial Utilization: 0.06007
- CP Capture Point: note_r[1]
- Post-synth seq share: 0.3902
- Vias: 233
- Most numerous logic cell after layout: clkdlybuf4s50_1
- Comb area: 113.9 sq um
- Detailed Routing Iterations Pass 1: 4
- # rows: 21
- Max-cap violations: 0
- Hold crit path type: flip-flop to flip-flop
- OpenROAD warning count: 25
- Final slew viol count: 0
- Die Span Y: 80 um
- Worst Skew: 0.006529 ns
- IO buf count: 10
- Reg power frac: 0.326
- Initial antenna violation count: 0
- Startpoint Class: primary input
- Most frequent cells in the layout: 10 x clkdlybuf4s50_1, 5 x nand2_1, 3 x clkbuf_4
- Placed insts: 80
- Unrepaired setup endpoints after global routing: no
- Largest fanout on the critical path: 4
- Routed Antenna Nets: 0
- Initial DRC count: 4
- F_max: 0.5422 GHz
- Vias per cell: 2.774
- R2R Setup Slk: 0.95 ns
- PD cells: 463.9 mW/mm^2
- Final wirelength: 596 um
- Cycle use final: 0.8018
- Clk latency late pin: 0.24 ns
- Pleak: 0.0001154 uW
- CP required: 2.20 ns
- Status: complete, no violations
- Mapped cell area: 205.2 sq um
- Vias in the first global route: 249
- Inserted Clock Buffers: 3
- CTS tree: built
- Share of cells above drive strength 1: 0.1053
- Hold Vio Cnt, Final: 0
- Logic pwr share: 0.140
- Largest net degree at the start of global routing: 6
- P_sw: 38.04 uW
- Sw Ratio: 0.2149
- P&R area growth vs syn: 85.98%
- Synth warn: 1
- I/O pin count: 12
- Reg2reg end: note_r[1]
- Reg2reg start: note_r[1]
- Placement Setup Slack: 0.2253 ns
- Crit. End Element: flip-flop
- Post-Layout Cell Count: 84
- Post-Synthesis Cells: 25
- Die ar.: 0.006400 sq mm
- Critical Path Start: keycode[5]
- Register area: 80.08 sq um
- Core Area: 0.003416 sq mm
- Yosys chip area: 205.2 sq um
- First-pass GRT wire length: 986 um
- # Post-CTS Setup Buffers: 0
- Total GRT Usage: 0.01901
- Antenna diode count: 0
- Critical path type: primary input to flip-flop
- P_int: 139.0 uW
- Post-route setup slack: 0.4558 ns
- Total grt overflow: 0
- H-tree level count: 1
- Crit path arrival time: 1.74 ns
- Tmin final: 1.844 ns
- Post-synthesis average cell area: 8.208 sq um
- Root Driver: clkbuf_4
- DRC: 0
- Wire per inst: 7.095 um
- Yosys cell count: 25
- Clock power share: 0.534
- Clock buffer depth: 2
- Cell variety after synth: 16
- Layout filler cell count: 406
- Global placement routability congestion: 0.6731
- CTS Hold Bufs: 0
## power groups by stage
stage | clock (uW) | sequential (uW) | combinational, uW
4_1_cts | 98.8 | 57.7 | 25.0
5_1_grt | 105 | 57.7 | 27.3
6_report | 94.5 | 57.7 | 24.8
## cell usage after synthesis
master	instances	area share
nand2_1	5	0.091
a211oi_1	2	0.073
edfxtp_1	2	0.29
nor2_1	2	0.037
nor3b_1	2	0.073
o21ai_0	2	0.049
a21oi_1	1	0.024
and2b_1	1	0.037
buf_4	1	0.037
conb_1	1	0.018
dfxtp_1	1	0.098
inv_1	1	0.018
nand4b_1	1	0.043
nor3_1	1	0.024
nor4_1	1	0.031
or4_4	1	0.055
## worst min path at each step
stage | start | slack (ns) | end | depth (start not counted)
finish | br | 0.53 | note_r[0] | 1
global route | br | 0.56 | note_r[0] | 1
CTS | br | 0.54 | note_r[0] | 1
## logic make-up after synthesis
kind of cell    share of synthesized area
simple gates                       0.3903
buf+inv                           0.05487
other cells                       0.01828
compound gates                     0.1463
flops                              0.3903
## sequential cells by signal, summed over array words and instances (netlist names)
register / flops
note_r: 2
br: 1
## routing by layer
metal / global-route usage / vias to the layer above / share of wire
met5: 0 / - / 0
met4: 0.007042 / 0 / 0
met3: 0.01818 / 0 / 0.17
met2: 0.01846 / 18 / 0.29
met1: 0.02600 / 101 / 0.54
li1: - / 114 / -
## per-stage QoR
step             util  hold slack [ns]  area (sq um)
6_report       0.1117           0.5330         381.6
5_1_grt        0.1117           0.5599         381.6
4_1_cts        0.1117           0.5354         381.6
3_5_place_dp   0.1040           0.5277         355.3
3_3_place_gp   0.1040           0.5229         355.3
2_1_floorplan       -           0.5036         205.2
## final cells by class
| cell class | instances | share of cell area |
|---|---|---|
| Multi-Input combinational cell | 20 | 0.2984 |
| Timing Repair Buffer | 10 | 0.2623 |
| Sequential cell | 3 | 0.2098 |
| Tap cell | 46 | 0.1508 |
| Clock buffer | 4 | 0.06885 |
| Inverter | 1 | 0.009836 |
## worst max-delay path: stages
cell	delay, ns
clkdlybuf4s50_1	0.43
and2b_1	0.26
nor3b_1	0.20
a211oi_1	0.07
a211oi_1	0.33
Power and IR drop assume default switching activity.
